File: design.v
module register(
	input clk,
	input rst,
	input re1,
	input [4:0] read_addr1,
	input re2,
	input [4:0] read_addr2,
	input we,
	input [4:0] write_addr,
	input [31:0] write_instr,
	output reg[31:0] read_instr1,
	output reg[31:0] read_instr2
);
	reg[31:0] instr[31:0];
	always @ (*) begin
		if (rst == 1'b0 && re1 == 1'b1 && read_addr1 != 5'b0) begin
			read_instr1 <= instr[read_addr1];
		end
		else begin
			read_instr1 <= 32'b0;
		end
	end
	always @ (*) begin
		if (rst == 1'b0 && re2 == 1'b1 && read_addr2 != 5'b0) begin
			read_instr2 <= instr[read_addr2];
		end
		else begin
			read_instr2 <= 32'b0;
		end
	end
	always @ (negedge clk) begin
		if (rst == 1'b0 && we == 1'b1 && write_addr != 5'b0) begin
			instr[write_addr] <= write_instr;
		end
	end
endmodule
File: run.sh
#!/bin/bash
# OpenROAD 26Q1-2900-gdf79404cd8, Yosys 0.63+post, stock flow scripts
make -C /OpenROAD-flow-scripts/flow DESIGN_CONFIG=/design/flow/config.mk WORK_HOME=/design/flow/orfs finish
File: config.mk
export PLATFORM = sky130hd
export DESIGN_NAME = register
export DESIGN_NICKNAME = register
export VERILOG_FILES = /design/flow/design.v
export SDC_FILE = /design/flow/constraint.sdc
export NUM_CORES = 4
export LEC_CHECK = 1
export CORE_UTILIZATION = 30
File: constraint.sdc
current_design register

set clk_period 8.4
set clk_io_pct 0.2

create_clock -name clk0 -period $clk_period [get_ports {clk}]

set non_clock_inputs [all_inputs -no_clocks]
set_input_delay [expr $clk_period * $clk_io_pct] -clock clk0 $non_clock_inputs
set_output_delay [expr $clk_period * $clk_io_pct] -clock clk0 [all_outputs]
==> flow_summary.yaml <==
# implementation run metrics
run_status:
  status: "complete, but fails checks"
  violations: "negative setup slack"
layout:
  reg_top3: "instr x1024"
  top_register: "instr"
  fillCellCount: 13800
  largest_register_ffs: 1024
  final_core_util_pct: 39.5
  drive_gt1_share_pct: 31.3
  layout.cells.most_common_list: "1,049 x inv_1, 1,024 x edfxtp_1, 456 x mux4_2, 177 x mux2i_1, 132 x buf_4"
  area_growth_pct: 30.3
  layout_top_cell: "inv_1"
  fin_area_sq_mm: 0.0617
clock_network:
  root_buffer: "clkbuf_16"
  clkSlewWorstSetupHoldPaths_ns: 0.03
  cts_inserted_buffers: 113
  clock_sinks: 1024
  htree_levels: 3
  hold_buffers: 0
  cts_buffer_depth: 3
  cts_tree: "yes"
logic_synthesis:
  async_flop_share_pct: 0
  synthDistinctLibCells: 36
  simple_gate_share_pct: 1.26
  syn_inst: 2293
  ff_type: "edfxtp_1"
  logic_family: "multiplexers"
  yosysSeqAreaShare_pct: 64.9
  ys_ff: 1024
  syn_area_sq_mm: 0.0474
  synth.yosys.num_cells: 2293
  ys_chip_area_sq_mm: 0.0474
  mux_share_pct: 27.1
  edf_count: 1024
  ys_sh_adder_pct: 0
  aoi_share_pct: 4.41
  yosysWarnings: 1
  yosys.area_share.xor_xnor_pct: 0
  synth_area_per_cell_sq_um: 20.7
timing:
  whs_ns: 4.06
  final-setup-viol-count: 3
  layout_setup_ws_ns: -0.0288
  drv_slew: 0
  hold_viol: 0
  tightest_slew_ns: 1.30
  rsz0062_at_grt: "yes"
  max_slew_margin_pct: 13.3
worst_setup_path:
  endpoint_kind: "output pin"
  path_max_fanout: 2
  required_ns: 6.72
  crit_path_start_kind: "register"
  criticalPathCategory: "register to output pin"
  path_delay_family: "multiplexers"
  critPathSlowestCell: "mux4_2"
  cp_cell_sequence: "mux4_2, mux2_4, a221oi_4, a221oi_2, buf_6, buf_6"
  path_buffers: 2
  crit_path_max_incr_delay_ns: 0.48
  critical_path_arrival_ns: 6.75
  cp_common_cell: "buf_6"
place:
  gp_routability_congestion: 0.898
  dp_hpwl_um: 90400
  io_buffers: 115
  place_area_sq_mm: 0.0526
routing:
  drt-total-wl_um: 156000
  wl_per_cell_um: 27.3
  drt-initial-drc-count: 1666
  drc: 0
  dr.pass1.iters: 5
  vias: 29800
  via_per_inst: 5.20
  drtAntennaViolNets: 0
floorplanning:
  die_h_um: 399
  fp_util_pct: 30.3
  rows: 145
  ios: 116
  die-area_sq_mm: 0.159
  core_sq_mm: 0.156
  fp.dieW_um: 399
pwr:
  ir_drop_mv: 0.175
  pwr-share-comb_pct: 7.8
  clock_power_share_pct: 50.7
  switching_share_pct: 28.1
  seqPwrFrac_pct: 41.5
  p_leak_nw: 23.7
  switchingPower_mw: 3.88
  powerDensity_mw_per_mm2: 224
  p_int_mw: 9.94
global_route:
  grt_first_pass_wirelength_um: 223000
  grt_pass1_vias: 34400
  grt.overflow.total: 0
  antenna_found_initial: 7
  grt_max_degree: 79
  grtUsageTotal_pct: 21.3
worst_hold_path:
  min_path_type: "primary input to output pin"
flow_run:
  warnings: 1029
  cap_violations: 0
path summary, 6_finish.rpt:
check	cells past startpoint	to	startpoint
worst min-delay path	4	read_instr2[24]	read_addr2[2]
worst max-delay path	6	read_instr2[22]	instr[31][22]
cells in the mapped netlist, drive strengths merged (2+ instances only):
library cell	instances	area [sq um]
edfxtp	1024	30700
mux4	456	10300
mux2i	179	1790
buf	111	751
clkbuf	81	304
mux2	70	788
a221oi	54	517
a211oi	52	390
a22o	50	438
nor2	44	165
o221ai	29	254
nor3	28	140
o22ai	28	175
a2111oi	25	219
nor2b	16	100
nand2	8	30.0
a221o	7	70.1
inv	4	15.0
nand3b	4	30.0
a21oi	3	15.0
nand3	3	15.0
or3b	3	26.3
and2	2	12.5
nand4bb	2	22.5
nor4	2	12.5
or3	2	12.5
final cells by class:
type / count / area, sq um / share of cell area (%)
Sequential cell: 1024 / 30700 / 49.8
Multi-Input combinational cell: 1104 / 17600 / 28.5
Clock inverter: 1118 / 4890 / 7.92
Timing Repair Buffer: 304 / 3060 / 4.96
Clock buffer: 114 / 2850 / 4.62
Tap cell: 2058 / 2570 / 4.17
Inverter: 3 / 11.3 / 0.0182
Antenna cell: 2 / 5.00 / 0.00811
kinds of logic after synthesis:
family | count (synthesis)
flops | 1024
mux | 705
compound gates | 249
buf+inv | 196
simple gates | 118
other cells | 1
routing by layer:
metal / part of all wire, % / track usage, % / up-vias
li1: - / - / 12700
met1: 31 / 20.9 / 14800
met2: 48 / 30.9 / 2053
met3: 19 / 19.8 / 268
met4: 2.4 / 7.39 / 21
met5: 0.30 / 2.69 / -
power groups by stage:
stage	clock [mW]	sequential (mW)	combinational (mW)
5_1_grt	7.77	5.73	1.14
4_1_cts	7.20	5.74	1.06
6_report	7.00	5.74	1.08
timing repair:
action | CTS | global route
pin swaps | 100 | 51
setup endpoints to repair | 64 | 60
setup buffers | 3 | 4
gates resized | 394 | 73
through the flow:
stage / setup TNS (ns) / total power [mW] / instances / setup WS [ns]
finish: -0.0559 / 13.8 / 5727 / -0.0288
global route: -1.59 / 14.6 / 5726 / -0.160
CTS: -0.542 / 14.0 / 5721 / -0.0812
detailed placement: -0.0599 / 7.49 / 4496 / -0.0599
global placement: -0.0800 / 7.49 / 4496 / -0.0800
floorplan: 0 / 7.06 / 2324 / 0.208
Power figures rest on the tool's default switching activity, not on a simulated workload.
